[./design.v]
module LDTUv2_serTMR(
  input  rst_bA,
  input  rst_bB,
  input  rst_bC,
  input  clock,
  input [31:0] DataIn0,
  input [31:0] DataIn1,
  input [31:0] DataIn2,
  input [31:0] DataIn3,
  output  handshake,
  output  DataOut0,
  output  DataOut1,
  output  DataOut2,
  output  DataOut3
);
wire [31:0] DataIn0C;
wire [31:0] DataIn0B;
wire [31:0] DataIn0A;
wire [31:0] DataIn3C;
wire [31:0] DataIn3B;
wire [31:0] DataIn3A;
wire [31:0] DataIn1C;
wire [31:0] DataIn1B;
wire [31:0] DataIn1A;
wire [31:0] DataIn2C;
wire [31:0] DataIn2B;
wire [31:0] DataIn2A;
wire clockC;
wire clockB;
wire clockA;
wor rstb_syncTmrErrorC;
wire rstb_syncVotedC;
wor rstb_syncTmrErrorB;
wire rstb_syncVotedB;
wor rstb_syncTmrErrorA;
wire rstb_syncVotedA;
wor bitShiftReg1TmrError;
wire [31:0] bitShiftReg1;
wor bitShiftReg3TmrError;
wire [31:0] bitShiftReg3;
wor bitShiftReg2TmrError;
wire [31:0] bitShiftReg2;
wor int_hshakeTmrError;
wire int_hshake;
wor bitShiftReg0TmrError;
wire [31:0] bitShiftReg0;
reg  [4:0] pointer_serA;
reg  [4:0] pointer_serB;
reg  [4:0] pointer_serC;
wire [4:0] next_ptr_serA;
wire [4:0] next_ptr_serB;
wire [4:0] next_ptr_serC;
reg  [31:0] bitShiftReg0A;
reg  [31:0] bitShiftReg0B;
reg  [31:0] bitShiftReg0C;
reg  [31:0] bitShiftReg1A;
reg  [31:0] bitShiftReg1B;
reg  [31:0] bitShiftReg1C;
reg  [31:0] bitShiftReg2A;
reg  [31:0] bitShiftReg2B;
reg  [31:0] bitShiftReg2C;
reg  [31:0] bitShiftReg3A;
reg  [31:0] bitShiftReg3B;
reg  [31:0] bitShiftReg3C;
reg  load_serA;
reg  load_serB;
reg  load_serC;
reg  int_hshakeA;
reg  int_hshakeB;
reg  int_hshakeC;
wire set_hshakeA;
wire set_hshakeB;
wire set_hshakeC;
wire rst_hshakeA;
wire rst_hshakeB;
wire rst_hshakeC;
wire next_loadA;
wire next_loadB;
wire next_loadC;
reg  rstb_syncA;
reg  rstb_syncB;
reg  rstb_syncC;
assign next_ptr_serA =  pointer_serA+5'b00001;
assign next_ptr_serB =  pointer_serB+5'b00001;
assign next_ptr_serC =  pointer_serC+5'b00001;
always @( posedge clockA )
  begin
    rstb_syncA <= rst_bA;
  end
always @( posedge clockB )
  begin
    rstb_syncB <= rst_bB;
  end
always @( posedge clockC )
  begin
    rstb_syncC <= rst_bC;
  end
always @( posedge clockA )
  begin
    if (rstb_syncVotedA==1'b0)
      begin
        pointer_serA <= 5'b0;
      end
    else
      begin
        pointer_serA <= next_ptr_serA;
      end
  end
always @( posedge clockB )
  begin
    if (rstb_syncVotedB==1'b0)
      begin
        pointer_serB <= 5'b0;
      end
    else
      begin
        pointer_serB <= next_ptr_serB;
      end
  end
always @( posedge clockC )
  begin
    if (rstb_syncVotedC==1'b0)
      begin
        pointer_serC <= 5'b0;
      end
    else
      begin
        pointer_serC <= next_ptr_serC;
      end
  end
assign set_hshakeA =  (pointer_serA==5'b00010) ? 1'b1 : 1'b0;
assign set_hshakeB =  (pointer_serB==5'b00010) ? 1'b1 : 1'b0;
assign set_hshakeC =  (pointer_serC==5'b00010) ? 1'b1 : 1'b0;
assign rst_hshakeA =  (pointer_serA==5'b01010) ? 1'b1 : 1'b0;
assign rst_hshakeB =  (pointer_serB==5'b01010) ? 1'b1 : 1'b0;
assign rst_hshakeC =  (pointer_serC==5'b01010) ? 1'b1 : 1'b0;
assign next_loadA =  (pointer_serA==5'b11111) ? 1'b1 : 1'b0;
assign next_loadB =  (pointer_serB==5'b11111) ? 1'b1 : 1'b0;
assign next_loadC =  (pointer_serC==5'b11111) ? 1'b1 : 1'b0;
always @( posedge clockA )
  begin
    if (rstb_syncVotedA==1'b0)
      int_hshakeA <= 1'b0;
    else
      begin
        if (set_hshakeA==1)
          int_hshakeA <= 1'b1;
        else
          if (rst_hshakeA==1)
            int_hshakeA <= 1'b0;
      end
  end
always @( posedge clockB )
  begin
    if (rstb_syncVotedB==1'b0)
      int_hshakeB <= 1'b0;
    else
      begin
        if (set_hshakeB==1)
          int_hshakeB <= 1'b1;
        else
          if (rst_hshakeB==1)
            int_hshakeB <= 1'b0;
      end
  end
always @( posedge clockC )
  begin
    if (rstb_syncVotedC==1'b0)
      int_hshakeC <= 1'b0;
    else
      begin
        if (set_hshakeC==1)
          int_hshakeC <= 1'b1;
        else
          if (rst_hshakeC==1)
            int_hshakeC <= 1'b0;
      end
  end
assign handshake =  int_hshake;
always @( posedge clockA )
  begin
    if (rstb_syncVotedA==1'b0)
      load_serA <= 1'b1;
    else
      load_serA <= next_loadA;
  end
always @( posedge clockB )
  begin
    if (rstb_syncVotedB==1'b0)
      load_serB <= 1'b1;
    else
      load_serB <= next_loadB;
  end
always @( posedge clockC )
  begin
    if (rstb_syncVotedC==1'b0)
      load_serC <= 1'b1;
    else
      load_serC <= next_loadC;
  end
always @( posedge clockA )
  begin
    if (rst_bA==1'b0|load_serA==1'b1)
      begin
        bitShiftReg0A <= DataIn0A;
        bitShiftReg1A <= DataIn1A;
        bitShiftReg2A <= DataIn2A;
        bitShiftReg3A <= DataIn3A;
      end
    else
      begin
        bitShiftReg0A <= {bitShiftReg0A[30:0] ,1'b0};
        bitShiftReg1A <= {bitShiftReg1A[30:0] ,1'b0};
        bitShiftReg2A <= {bitShiftReg2A[30:0] ,1'b0};
        bitShiftReg3A <= {bitShiftReg3A[30:0] ,1'b0};
      end
  end
always @( posedge clockB )
  begin
    if (rst_bB==1'b0|load_serB==1'b1)
      begin
        bitShiftReg0B <= DataIn0B;
        bitShiftReg1B <= DataIn1B;
        bitShiftReg2B <= DataIn2B;
        bitShiftReg3B <= DataIn3B;
      end
    else
      begin
        bitShiftReg0B <= {bitShiftReg0B[30:0] ,1'b0};
        bitShiftReg1B <= {bitShiftReg1B[30:0] ,1'b0};
        bitShiftReg2B <= {bitShiftReg2B[30:0] ,1'b0};
        bitShiftReg3B <= {bitShiftReg3B[30:0] ,1'b0};
      end
  end
always @( posedge clockC )
  begin
    if (rst_bC==1'b0|load_serC==1'b1)
      begin
        bitShiftReg0C <= DataIn0C;
        bitShiftReg1C <= DataIn1C;
        bitShiftReg2C <= DataIn2C;
        bitShiftReg3C <= DataIn3C;
      end
    else
      begin
        bitShiftReg0C <= {bitShiftReg0C[30:0] ,1'b0};
        bitShiftReg1C <= {bitShiftReg1C[30:0] ,1'b0};
        bitShiftReg2C <= {bitShiftReg2C[30:0] ,1'b0};
        bitShiftReg3C <= {bitShiftReg3C[30:0] ,1'b0};
      end
  end
assign DataOut0 =  bitShiftReg0[31] ;
assign DataOut1 =  bitShiftReg1[31] ;
assign DataOut2 =  bitShiftReg2[31] ;
assign DataOut3 =  bitShiftReg3[31] ;
Ser_mVoter #(.WIDTH(32)) bitShiftReg0Voter (
    .inA(bitShiftReg0A),
    .inB(bitShiftReg0B),
    .inC(bitShiftReg0C),
    .out(bitShiftReg0),
    .tmrErr(bitShiftReg0TmrError)
    );
Ser_mVoter int_hshakeVoter (
    .inA(int_hshakeA),
    .inB(int_hshakeB),
    .inC(int_hshakeC),
    .out(int_hshake),
    .tmrErr(int_hshakeTmrError)
    );
Ser_mVoter #(.WIDTH(32)) bitShiftReg2Voter (
    .inA(bitShiftReg2A),
    .inB(bitShiftReg2B),
    .inC(bitShiftReg2C),
    .out(bitShiftReg2),
    .tmrErr(bitShiftReg2TmrError)
    );
Ser_mVoter #(.WIDTH(32)) bitShiftReg3Voter (
    .inA(bitShiftReg3A),
    .inB(bitShiftReg3B),
    .inC(bitShiftReg3C),
    .out(bitShiftReg3),
    .tmrErr(bitShiftReg3TmrError)
    );
Ser_mVoter #(.WIDTH(32)) bitShiftReg1Voter (
    .inA(bitShiftReg1A),
    .inB(bitShiftReg1B),
    .inC(bitShiftReg1C),
    .out(bitShiftReg1),
    .tmrErr(bitShiftReg1TmrError)
    );
Ser_mVoter rstb_syncVoterA (
    .inA(rstb_syncA),
    .inB(rstb_syncB),
    .inC(rstb_syncC),
    .out(rstb_syncVotedA),
    .tmrErr(rstb_syncTmrErrorA)
    );
Ser_mVoter rstb_syncVoterB (
    .inA(rstb_syncA),
    .inB(rstb_syncB),
    .inC(rstb_syncC),
    .out(rstb_syncVotedB),
    .tmrErr(rstb_syncTmrErrorB)
    );
Ser_mVoter rstb_syncVoterC (
    .inA(rstb_syncA),
    .inB(rstb_syncB),
    .inC(rstb_syncC),
    .out(rstb_syncVotedC),
    .tmrErr(rstb_syncTmrErrorC)
    );
Ser_fout clockFanout (
    .in(clock),
    .outA(clockA),
    .outB(clockB),
    .outC(clockC)
    );
Ser_fout #(.WIDTH(32)) DataIn2Fanout (
    .in(DataIn2),
    .outA(DataIn2A),
    .outB(DataIn2B),
    .outC(DataIn2C)
    );
Ser_fout #(.WIDTH(32)) DataIn1Fanout (
    .in(DataIn1),
    .outA(DataIn1A),
    .outB(DataIn1B),
    .outC(DataIn1C)
    );
Ser_fout #(.WIDTH(32)) DataIn3Fanout (
    .in(DataIn3),
    .outA(DataIn3A),
    .outB(DataIn3B),
    .outC(DataIn3C)
    );
Ser_fout #(.WIDTH(32)) DataIn0Fanout (
    .in(DataIn0),
    .outA(DataIn0A),
    .outB(DataIn0B),
    .outC(DataIn0C)
    );
endmodule
module Ser_mVoter (inA, inB, inC, out, tmrErr);
  parameter WIDTH = 1;
  input   [(WIDTH-1):0]   inA, inB, inC;
  output  [(WIDTH-1):0]   out;
  output                  tmrErr;
  reg                     tmrErr;
  assign out = (inA&inB) | (inA&inC) | (inB&inC);
  always @(inA or inB or inC)
  begin
    if (inA!=inB || inA!=inC || inB!=inC)
      tmrErr = 1;
    else
      tmrErr = 0;
  end
endmodule
module Ser_fout (in, outA, outB, outC);
  parameter WIDTH = 1;
  input   [(WIDTH-1):0]   in;
  output  [(WIDTH-1):0]   outA,outB,outC;
  assign outA=in;
  assign outB=in;
  assign outC=in;
endmodule
[./run.sh]
#!/bin/bash
# OpenROAD 26Q1-2900-gdf79404cd8, Yosys 0.63+post, stock flow scripts
make -C /OpenROAD-flow-scripts/flow DESIGN_CONFIG=/design/flow/config.mk WORK_HOME=/design/flow/orfs finish
[./config.mk]
export PLATFORM = sky130hd
export DESIGN_NAME = LDTUv2_serTMR
export DESIGN_NICKNAME = LDTUv2_serTMR
export VERILOG_FILES = /design/flow/design.v
export SDC_FILE = /design/flow/constraint.sdc
export NUM_CORES = 4
export LEC_CHECK = 1
export CORE_UTILIZATION = 50
[./constraint.sdc]
current_design LDTUv2_serTMR

set clk_period 12.0
set clk_io_pct 0.2

create_clock -name clk0 -period $clk_period [get_ports {clock}]

set non_clock_inputs [all_inputs -no_clocks]
set_input_delay [expr $clk_period * $clk_io_pct] -clock clk0 $non_clock_inputs
set_output_delay [expr $clk_period * $clk_io_pct] -clock clk0 [all_outputs]
==> results.json <==
{
  "clock.latency.late_pin_ns": 0.52,
  "tritoncts_buffer_count": 41,
  "dieWidth_um": 165.9,
  "cells_after_synth": 900,
  "most-common-layout-cells": "sky130_fd_sc_hd__dfxtp_1 (408), sky130_fd_sc_hd__mux2_2 (372), sky130_fd_sc_hd__clkdlybuf4s50_1 (136)",
  "violations": "DRC",
  "drc_errors": 28,
  "chip_area_line_of_the_yosys_report_um2": 13430,
  "number_of_max_capacitance_violations_reported": 0,
  "clk_pin_slew_worst_paths_ns": 0.06,
  "setup-tns-final_ns": 0,
  "placeableCoreArea_um2": 26210,
  "cts_hold_repair.buffers": 0,
  "grt_antenna_before_repair": 1,
  "grt_use_met2_pct": 25.83,
  "first_pass_iters": 50,
  "place_hpwl_um": 12700,
  "vias": 6814,
  "cp_max_fo": 52,
  "cts_tree": "done",
  "power.net_switching_mw": 0.6070,
  "rsz_0062_raised_after_global_routing": "no",
  "synth_sequential_area_ratio_pct": 60.81,
  "worstPathArrival_ns": 5.36,
  "met3_usage_pct": 3.909,
  "row_count": 59,
  "antenna_left": 0,
  "drt_first_iter_violations": 264,
  "synth_compound_gate_area_share_pct": 0.2608,
  "outcome": "complete, but fails checks",
  "synth_cell_types": 20,
  "final.min_clock_period_ns": 4.958,
  "clock_skew_ns": 0.01805,
  "postCtsSetupBuffers": 0,
  "yosysCellCount": 900,
  "cts-root-buf": "sky130_fd_sc_hd__clkbuf_16",
  "max_freq_mhz": 201.7,
  "synth.cellmix.xorXnorShare_pct": 0.3912,
  "max-clock-path-buffers": 3,
  "synth_flops": 408,
  "timing.critical_path.required_ns": 12.40,
  "finalWeightedCongestion": 0.7723,
  "grt.busiest_layer": "met2",
  "synthMuxAreaShare_pct": 31.19,
  "grt_pass1_vias": 7270,
  "path_buffers": 3,
  "viasPerCell": 4.826,
  "grt_max_degree": 129,
  "power_leakage_nw": 6.353,
  "cts.repair.resized": 0,
  "swShare_pct": 19.91,
  "path_cells": "clkdlybuf4s50_1 > nor2b_4 > buf_4 > buf_4 > mux2_2",
  "timing.final.hold_violations": 0,
  "grtUsageTotal_pct": 16.71,
  "internal_power_mw": 2.442,
  "postLayoutCoreUtil_pct": 61.69,
  "drive_above_1_share_pct": 42.23,
  "avgSynthCellArea_um2": 14.92,
  "layout.cells.non_filler": 1412,
  "power.density_nw_per_um2": 188.6,
  "mappedNetlistArea_um2": 13430,
  "fin_crit_sh_pct": 41.32,
  "critical-path-slowest-cell": "sky130_fd_sc_hd__nor2b_4",
  "avgRoutedWirePerCell_um": 15.13,
  "globalRouteMet1Util_pct": 25.10,
  "tool_warnings": 32,
  "commonest_non_fill_non_tap_cell_in_the_layout": "sky130_fd_sc_hd__dfxtp_1",
  "synth-warning-count": 3,
  "routed_wl_um": 21370,
  "hold_class": "reg -> reg",
  "post_synth_fa_ha_maj_area_fraction_pct": 1.211,
  "portBuffers": 136,
  "cell_family_contributing_the_most_delay_on_the_critical_path": "buffers and inverters",
  "cts.htree.levels": 2,
  "finalHoldWorstSlack_ns": 0.4497,
  "clock_sink_count": 408,
  "layout-area-overhead-vs-synth_pct": 20.37,
  "die_height_um": 165.9,
  "power_frac_comb_pct": 8.0,
  "grt_remaining_overflow": 0,
  "power.clock.fraction_pct": 42.2,
  "num_io_pins": 137,
  "fillerInstances": 1937,
  "end_kind": "flip-flop",
  "slew_headroom_pct": 46.07,
  "numPlacedInstances": 1334,
  "global_route_wire_length_before_repair_um": 36230,
  "share_seq_of_total_power_pct": 49.8,
  "worst-setup-path-type": "in -> reg",
  "ir_drop_mv": 0.1320,
  "report.final.setup_viol": 0,
  "worst_slew_pin_slew_ns": 0.8090,
  "most_frequent_cell_on_the_critical_path": "sky130_fd_sc_hd__buf_4",
  "slew_viol_final": 0,
  "stage_delay_of_the_slowest_cell_on_the_critical_path_ns": 0.67,
  "top_logic_cell_family_in_the_synthesized_netlist": "multiplexers",
  "critPathLaunchType": "input port",
  "fp_util_pct": 51.25,
  "synthSimpleGateAreaFrac_pct": 1.928,
  "floorplan.die_area_um2": 27520
}
Yosys cell counts, drive strengths merged:
cell	number	area, um2
xnor2	3	26.28
o21ai	1	5.000
a21o	1	7.510
or2	3	18.77
nor2	18	67.56
and3	3	18.77
ha	9	112.6
mux2	372	4189
xor2	3	26.28
nand3	3	15.01
maj3	5	50.05
nor3b	3	22.52
buf	20	212.7
nor2b	15	116.4
clkbuf	24	330.3
inv	6	22.52
a211oi	3	22.52
dfxtp	408	8168
kinds of logic (layout without fill, tap and decap cells):
logic type,Yosys count,after routing
AND-OR/OR-AND,5,5
XOR/XNOR,6,6
buffers and inverters,50,225
adder cells (fa/ha/maj),14,14
AND/OR/NAND/NOR,45,45
flip-flops,408,408
multiplexers,372,372
other,0,2
routing by layer:
layer  routed length, um  vias up
met4                 463        0
met2                9855      108
met3                1319       39
met1                9730     3243
li1                    -     3424
met5                   0        -
per-stage QoR:
step | worst slack [ns] | power [mW] | area, um2
5_1_grt | 6.803 | 3.184 | 16160
2_1_floorplan | 8.710 | 1.714 | 13430
6_report | 7.042 | 3.049 | 16170
3_5_place_dp | 6.479 | 1.790 | 14730
4_1_cts | 7.012 | 3.092 | 16160
3_3_place_gp | 6.555 | 1.784 | 14730
path summary, 6_finish.rpt:
kind	to	start	depth (start not counted)	slack (ns)
setup / recovery	bitShiftReg3A[13]$_DFF_P_	rst_bA	5	7.04
hold / removal	bitShiftReg2A[26]$_DFF_P_	bitShiftReg2A[25]$_DFF_P_	1	0.45
setup reg to reg	bitShiftReg3A[13]$_DFF_P_	load_serA$_SDFF_PN1_	4	9.11
hold reg to reg	bitShiftReg2A[26]$_DFF_P_	bitShiftReg2A[25]$_DFF_P_	1	0.45
cell type report:
class	count	area, um2	share of cell area, %
sequential	408	8168	50.52
multi-input combinational	442	4698	29.06
timing repair buffer	143	1426	8.822
clock buffer	66	1323	8.180
tap	335	419.2	2.592
clock inverter	10	106.4	0.6578
inverter	6	22.52	0.1393
antenna	2	5.005	0.03095
power groups by stage:
stage	clock [mW]	combinational, mW	sequential (mW)
CTS	1.32	0.247	1.52
global route	1.39	0.266	1.53
finish	1.29	0.243	1.52
worst reg2reg max path, cell delays in order, from the launching register on:
cell                      delay, ns
sky130_fd_sc_hd__dfxtp_1       0.32
sky130_fd_sc_hd__nor2b_4       0.63
sky130_fd_sc_hd__buf_4         0.66
sky130_fd_sc_hd__buf_4         0.72
sky130_fd_sc_hd__mux2_2        0.43
Power is estimated from default activity; no workload was simulated.
