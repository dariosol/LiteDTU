[run.sh]
#!/bin/bash
# OpenROAD 26Q1-2900-gdf79404cd8, Yosys 0.63+post, stock flow scripts
make -C /OpenROAD-flow-scripts/flow DESIGN_CONFIG=/design/flow/config.mk WORK_HOME=/design/flow/orfs finish
[config.mk]
export PLATFORM = sky130hd
export DESIGN_NAME = LDTU_iFIFO
export DESIGN_NICKNAME = LDTU_iFIFO
export VERILOG_FILES = /design/flow/design.v
export SDC_FILE = /design/flow/constraint.sdc
export NUM_CORES = 4
export LEC_CHECK = 1
export CORE_UTILIZATION = 30
[constraint.sdc]
current_design LDTU_iFIFO

set clk_period 15.7
set clk_io_pct 0.2

create_clock -name clk0 -period $clk_period [get_ports {CLK}]
create_clock -name clk1 -period $clk_period [get_ports {DCLK_1}]
create_clock -name clk2 -period $clk_period [get_ports {DCLK_10}]

set non_clock_inputs [all_inputs -no_clocks]
set_input_delay [expr $clk_period * $clk_io_pct] -clock clk0 $non_clock_inputs
set_output_delay [expr $clk_period * $clk_io_pct] -clock clk0 [all_outputs]
[design.v]
`timescale   1ns/1ps
module LDTU_iFIFO(
		  DCLK_1,
		  DCLK_10,
		  CLK,
		  rst_b,
		  GAIN_SEL_MODE,
		  DATA_gain_01,
		  DATA_gain_10,
		  SATURATION_value,
		  shift_gain_10,	     
		  DATA_to_enc,
		  baseline_flag,
		  SeuError
		  );
   parameter    Nbits_7 = 7;
   parameter    Nbits_12 = 12;
   parameter    FifoDepth2 = 16;
   parameter    FifoDepth = 8;
   parameter    NBitsCnt = 4; 
   parameter    RefSample = 4'b0011;
   parameter    RefSample2 = 4'b1001;
   parameter    LookAheadDepth = 16; 
   input DCLK_1;
   input DCLK_10;
   input CLK;
   input rst_b;
   input [1:0] GAIN_SEL_MODE;
   input [Nbits_12-1:0] DATA_gain_01;
   input [Nbits_12-1:0] DATA_gain_10;
   input [Nbits_12-1:0] SATURATION_value;
   input [1:0] 		shift_gain_10;
   output [Nbits_12:0] 	DATA_to_enc;
   output 		baseline_flag;
   output 		SeuError;
   wire 		tmrError = 1'b0;
   assign SeuError = tmrError;
   reg [NBitsCnt-1:0] 	wrH_ptr;	 
   reg [NBitsCnt-1:0] 	wrL_ptr;	 
   wire [NBitsCnt-1:0] 	wrH_ptrVoted = wrH_ptr;	 
   wire [NBitsCnt-1:0] 	wrL_ptrVoted = wrL_ptr;	 
   reg [Nbits_12-1:0] 	SATval;
   reg [Nbits_12-1:0] 	FIFO_g1 [LookAheadDepth-1:0];
   reg [Nbits_12-1:0] 	FIFO_g10 [LookAheadDepth-1:0];
   reg [NBitsCnt-1:0] 	rd_ptr;
   wire [NBitsCnt-1:0] 	rd_ptrVoted = rd_ptr;
   wire [NBitsCnt-1:0] 	ref_ptr;
   wire [Nbits_12-1:0] 	FIFO_g10_ref;
   wire 		ref_sat;
   reg [FifoDepth-1:0] 	gain_sel;
   reg [FifoDepth2-1:0] gain_sel2;
   wire [Nbits_12-1:0] 	dout_g1;
   wire [Nbits_12-1:0] 	dout_g10;
   wire [Nbits_12:0] 	d2enc;
   wire 		bsflag;
   wire [1:0] 		GAIN_SEL_MODE;
   integer 		iH;
   integer 		iL;
   always @(posedge CLK) begin
      if (rst_b == 1'b0) SATval <= 12'hfff;
      else SATval <= SATURATION_value >> shift_gain_10;
   end
   always @(negedge DCLK_10) begin
      if (rst_b == 1'b0) wrH_ptr <= 4'b0000;
      else wrH_ptr <= wrH_ptrVoted+4'b0001;
   end
   always @(negedge DCLK_1) begin
      if (rst_b == 1'b0) wrL_ptr <= 4'b0000;
      else wrL_ptr <= wrL_ptrVoted+4'b0001;
   end
   always @(negedge DCLK_1) begin
      if (rst_b == 1'b0) begin
	 for (iL = 0; iL < LookAheadDepth; iL = iL +1) begin
	    FIFO_g1[iL] <= 12'b0;
	 end
      end else begin
	 FIFO_g1[wrL_ptrVoted] <= DATA_gain_01;
      end
   end
   always @(negedge DCLK_10) begin
      if (rst_b == 1'b0) begin
	 for (iH = 0; iH < LookAheadDepth; iH = iH +1) begin
	    FIFO_g10[iH] <= 12'b0;
	 end
      end else begin
	 FIFO_g10[wrH_ptrVoted] <= DATA_gain_10;
      end
   end
   always @(posedge CLK) begin
      if (rst_b == 1'b0) rd_ptr <= 4'b0110;
      else rd_ptr <= rd_ptrVoted+4'b0001;
   end
   assign ref_ptr = (GAIN_SEL_MODE == 2'b01) ? (rd_ptrVoted + RefSample2) : (rd_ptrVoted + RefSample);
   assign FIFO_g10_ref = FIFO_g10[ref_ptr];
   assign ref_sat = (GAIN_SEL_MODE == 2'b11) ? 1'b1 : (GAIN_SEL_MODE == 2'b10) ? 1'b0 : (FIFO_g10_ref >= SATval) ? 1'b1 : 1'b0;
   always @(posedge CLK) begin
      if (rst_b == 1'b0) gain_sel <= 8'b0;
      else begin
	 if (GAIN_SEL_MODE == 2'b00) gain_sel <= {gain_sel[FifoDepth-2:0] ,ref_sat};
	 else begin
	    if (GAIN_SEL_MODE == 2'b11) gain_sel <= {gain_sel[FifoDepth-2:0] ,ref_sat};
	    else gain_sel <= 8'b0;
	 end
      end
   end
   always @(posedge CLK) begin
      if (rst_b == 1'b0) gain_sel2 <= 16'b0;
      else begin
	 if (GAIN_SEL_MODE == 2'b01) gain_sel2 <= {gain_sel2[FifoDepth2-2:0] ,ref_sat};
	 else gain_sel2 <= 16'b0;
      end
   end
   assign dout_g1 = FIFO_g1[rd_ptrVoted];
   assign dout_g10 = FIFO_g10[rd_ptrVoted];
   wire decision1, decision2;
   assign decision1 = (gain_sel == 8'b0) ? 1'b1 : 1'b0;
   assign decision2 = (gain_sel2 == 16'b0) ? 1'b1 : 1'b0;
   assign d2enc = (decision1 && decision2) ? {1'b0,dout_g10} : {1'b1,dout_g1};
   wire bas_flag;
   wire b_flag;
   assign bas_flag = (d2enc[12:6] == 7'b0) ? 1'b1 : 1'b0;
   assign b_flag 	= (d2enc[11:6] == 6'b0) ? 1'b1 : 1'b0;
   assign bsflag 	= (GAIN_SEL_MODE[1] == 1'b0) ? bas_flag : b_flag;
   assign DATA_to_enc = d2enc;
 assign baseline_flag = bsflag;
endmodule
==> impl_metrics.env <==
# physical design summary
export IMPL_ys_ff=432
export IMPL_cpPeakStageDelay_ns=0.63
export IMPL_syn_avg_cell_area_sq_um=14.6
export IMPL_power_density_mw_per_mm2=122
export IMPL_required_ns=12.56
export IMPL_cts_resized=0
export IMPL_cp_start_kind="register"
export IMPL_drc=0
export IMPL_yosysSeqAreaShare_pct=58.3
export IMPL_coreArea_sq_mm=0.0704
export IMPL_dieArea_sq_mm=0.0725
export IMPL_via_per_inst=4.71
export IMPL_cts_sinks=432
export IMPL_hold_viol_final=0
export IMPL_status="finished clean"
export IMPL_drive_gt1_share_pct=16.2
export IMPL_area_leaders="edfxtp_1, mux4_2, and2_1"
export IMPL_final_setup_skew_ns=0.0162
export IMPL_p_sw_uw=972
export IMPL_crit_type="reg -> out"
export IMPL_grt_use_total_pct=17.0
export IMPL_ioPinCount=59
export IMPL_crit_slowest_cell="mux4_4"
export IMPL_grt_pass1_vias=14887
export IMPL_drt_wl_total_um=57100
export IMPL_vias=13461
export IMPL_ys_async_sr_fraction_pct=0
export IMPL_rsz0062_at_grt="false"
export IMPL_end_kind="output port"
export IMPL_netlist_area_sq_mm=0.0214
export IMPL_use_met3_pct=13.5
export IMPL_gp_congestion=0.863
export IMPL_fp_utilization_pct=30.4
export IMPL_cp_max_fo=2
export IMPL_warnings=424
export IMPL_critPathTopFamily="multiplexers"
export IMPL_pwr_share_clk_pct=42.3
export IMPL_ys_cells=1466
export IMPL_top_area_share_pct=53.8
export IMPL_path_cells="mux4_4 > mux4_2 > mux2_2 > nor4_2 > and3_1 > clkdlybuf4s50_1"
export IMPL_synth_warnings=1
export IMPL_synth_area_leader_cell="edfxtp_1"
export IMPL_comb_power_share_pct=14.9
export IMPL_tns_ns=0
export IMPL_gr_usage_met2_pct=24.9
export IMPL_whs_ns=0.479
export IMPL_edf_count=384
export IMPL_slew_headroom_pct=36.6
export IMPL_peakVddDrop_mv=0.0863
export IMPL_synth_distinct_cells=42
export IMPL_layout_top_cell="inv_1"
export IMPL_synthFlopType="edfxtp_1"
export IMPL_io_buffers=55
export IMPL_grt_pass1_wl_um=86000
export IMPL_cts_tree="built"
export IMPL_firstDrtPassIters=5
export IMPL_grt_max_degree=83
export IMPL_crit_buf_inv=1
export IMPL_netlist_instances=1466
export IMPL_worstPathArrival_ns=11.22
export IMPL_p_int_uw=2180
export IMPL_finalSetupViolations=0
export IMPL_row_count=97
export IMPL_cts_setup_buffers=0
export IMPL_ys_chip_area_sq_mm=0.0214
export IMPL_hpwl_um=37200
export IMPL_die_x_um=269
export IMPL_final_cell_mix="inv_1, and2_1, edfxtp_1, mux4_2, nand2_1"
export IMPL_busiest_layer="met2"
export IMPL_tightest_slew_ns=0.947
export IMPL_seqPwrFrac_pct=42.8
export IMPL_wire_per_inst_um=20.0
export IMPL_hp_class="reg -> reg"
export IMPL_synthToLayoutAreaGrowth_pct=20.6
export IMPL_power_leakage_uw=0.0111
export IMPL_ctsHoldBuffers=0
export IMPL_clk_pin_slew_ns=0.06
export IMPL_antenna_found_initial=3
export IMPL_drtIter0Drc=892
export IMPL_drv_slew=0
export IMPL_switching_share_pct=30.8
export IMPL_gr_total_overflow=0
export IMPL_dieHeight_um=269
export IMPL_postRouteAntennaNets=0
export IMPL_max_cap_viol_count=0
export IMPL_met1_usage_pct=19.2
path summary, 6_finish.rpt:
check                           cells past startpoint  slack, ns           start         endpoint
min in group clk1                                   1       0.48      wrL_ptr[0]       wrL_ptr[0]
worst min-delay path                                1       0.48   gain_sel2[14]    gain_sel2[15]
worst max-delay path                                6       1.34  FIFO_g10[2][8]    baseline_flag
max in group clk2                                   6       2.73           rst_b  FIFO_g10[11][0]
worst min register to register                      1       0.48   gain_sel2[14]    gain_sel2[15]
max in group clk1                                   6       2.70           rst_b    FIFO_g1[7][6]
min in group clk2                                   1       0.48      wrH_ptr[0]       wrH_ptr[0]
worst max register to register                     11       4.43  FIFO_g10[8][0]     gain_sel2[0]
metal layers:
layer	vias up	share of wire [%]
li1	6258	-
met1	6501	37
met2	640	47
met3	58	15
met4	4	1.3
met5	-	0.12
sequential cells by signal, summed over array words and instances, names as in the netlist:
register	flops
FIFO_g10	192
FIFO_g1	192
gain_sel2	16
SATval	12
gain_sel	8
rd_ptr	4
wrH_ptr	4
wrL_ptr	4
area by class of cell:
class	instances	area [sq um]
fill	6523	44600
timing repair buffer	111	978
clock inverter	423	1770
inverter	22	82.6
tap	940	1180
multi-input combinational	890	8320
sequential	432	12500
antenna	1	2.50
clock buffer	40	1000
logic make-up after synthesis:
logic type	after synthesis	share of synthesized area, %
DFF	432	58.3
AOI/OAI and AO/OA	49	1.54
muxes	189	19.0
buffers and inverters	144	2.97
xor gates and xnor gates	11	0.450
other	1	0.0175
and+or+nand+nor	617	16.3
adders and majority gates	23	1.38
synth_stat cells, types with 5 or more instances:
cell type	count
and3_1	23
mux2_2	11
nor2b_1	9
edfxtp_1	384
nand2b_1	14
xnor2_1	6
mux4_1	6
o21ai_0	5
buf_2	16
mux2i_1	6
dfxtp_1	48
buf_4	7
clkbuf_1	89
xor2_1	5
a22oi_1	8
a211oi_1	12
inv_1	24
nand3_1	12
ha_1	22
nand2_1	107
a31oi_1	12
nor3_1	9
nor2_1	32
a21o_1	5
and2_1	401
nor4_1	6
mux4_2	164
metrics by stage:
stage               setup WS [ns]  util [%]  cells  cell area (sq um)  total power, uW
finish                       1.34      36.7   2859              25800             3160
detailed placement           1.79      32.8   2397              23100             1990
CTS                          1.31      36.7   2858              25800             3210
global placement             1.81      32.8   2397              23100             1980
floorplan                    2.69         -   1466              21400             1790
global route                 1.21      36.7   2858              25800             3360
power by group through the flow:
stage	Sequential, uW	Combinational, uW	Clock (uW)
6_report	1350	469	1340
5_1_grt	1360	509	1500
4_1_cts	1350	473	1380
Power and IR drop assume default switching activity.
