--- /design/flow/config.mk ---
export PLATFORM = sky130hd
export DESIGN_NAME = Serializers_LiTE_DTU_v1_2_TMR
export DESIGN_NICKNAME = Serializers_LiTE_DTU_v1_2_TMR
export VERILOG_FILES = /design/flow/design.v
export SDC_FILE = /design/flow/constraint.sdc
export NUM_CORES = 4
export LEC_CHECK = 1
export CORE_UTILIZATION = 50
--- /design/flow/constraint.sdc ---
current_design Serializers_LiTE_DTU_v1_2_TMR

set clk_period 1.6
set clk_io_pct 0.2

create_clock -name clk0 -period $clk_period [get_ports {CLK_SRL}]

set non_clock_inputs [all_inputs -no_clocks]
set_input_delay [expr $clk_period * $clk_io_pct] -clock clk0 $non_clock_inputs
set_output_delay [expr $clk_period * $clk_io_pct] -clock clk0 [all_outputs]
--- /design/flow/design.v ---
`timescale  1ns/1ps
module Serializer_shiftTMR(
  CLK_SRL,
  RST_A,
  RST_B,
  RST_C,
  DATA_IN_A,
  DATA_IN_B,
  DATA_IN_C,
  START_SER_A,
  START_SER_B,
  START_SER_C,
  BIT_OUT,
  tmrError
);
parameter    Nbits_31=31;
parameter    IDLE_pattern=32'b11101010101010101010101010101010;
output tmrError;
wire tmrError;
wor bitShiftRegTmrError;
wire [Nbits_31:0] bitShiftReg;
input CLK_SRL;
input RST_A;
input RST_B;
input RST_C;
input [Nbits_31:0] DATA_IN_A;
input [Nbits_31:0] DATA_IN_B;
input [Nbits_31:0] DATA_IN_C;
input START_SER_A;
input START_SER_B;
input START_SER_C;
output BIT_OUT;
reg  [Nbits_31:0] bitShiftReg_A;
reg  [Nbits_31:0] bitShiftReg_B;
reg  [Nbits_31:0] bitShiftReg_C;
always @( posedge CLK_SRL )
  begin
    if (RST_A==1'b0|START_SER_A==1'b1)
      bitShiftReg_A <= DATA_IN_A;
    else
      bitShiftReg_A <= {bitShiftReg_A[30:0], bitShiftReg_A[31]};
  end
always @( posedge CLK_SRL )
  begin
    if (RST_B==1'b0|START_SER_B==1'b1)
      bitShiftReg_B <= DATA_IN_B;
    else
      bitShiftReg_B <= {bitShiftReg_B[30:0], bitShiftReg_B[31]};
  end
always @( posedge CLK_SRL )
  begin
    if (RST_C==1'b0|START_SER_C==1'b1)
      bitShiftReg_C <= DATA_IN_C;
    else
      bitShiftReg_C <= {bitShiftReg_C[30:0], bitShiftReg_C[31]};
  end
assign BIT_OUT =  bitShiftReg[Nbits_31] ;
majVoter #(.WIDTH(((Nbits_31)>(0)) ? ((Nbits_31)-(0)+1) : ((0)-(Nbits_31)+1))) bitShiftRegVoter (
    .inA(bitShiftReg_A),
    .inB(bitShiftReg_B),
    .inC(bitShiftReg_C),
    .out(bitShiftReg),
    .tmrErr(bitShiftRegTmrError)
    );
assign tmrError =  bitShiftRegTmrError;
endmodule
module majVoter (inA, inB, inC, out, tmrErr);
  parameter WIDTH = 1;
  input   [(WIDTH-1):0]   inA, inB, inC;
  output  [(WIDTH-1):0]   out;
  output                  tmrErr;
  reg                     tmrErr;
  assign out = (inA&inB) | (inA&inC) | (inB&inC);
  always @(inA or inB or inC)
  begin
    if (inA!=inB || inA!=inC || inB!=inC)
      tmrErr = 1'b1;
    else
      tmrErr = 1'b0;
  end
endmodule
module fan_out (in, outA, outB, outC);
  parameter WIDTH = 1;
  input   [(WIDTH-1):0]   in;
  output  [(WIDTH-1):0]   outA,outB,outC;
  assign outA=in;
  assign outB=in;
  assign outC=in;
endmodule
`timescale    1ns/1ps
module Serializers_LiTE_DTU_v1_2_TMR(
  CLK_SRL,
  RST_A,
  RST_B,
  RST_C,
  CALIBRATION_BUSY_1,
  CALIBRATION_BUSY_10,
  TEST_ENABLE,
  DATA32_0,
  DATA32_1,
  DATA32_2,
  DATA32_3,
  decode_signal,
  output_ser_0,
  output_ser_1,
  output_ser_2,
  output_ser_3,
  handshake
); 
parameter    Nbits_32=32;
parameter    IDLE_pattern=32'b11101010101010101010101010101010;
parameter    IDLE_pattern_ser=32'h5a5a5a5a;
parameter    Nbits_5=5;
wire CALIBRATION_BUSY_1_C;
wire CALIBRATION_BUSY_1_B;
wire CALIBRATION_BUSY_1_A;
wire [Nbits_32-1:0] DATA32_0_C;
wire [Nbits_32-1:0] DATA32_0_B;
wire [Nbits_32-1:0] DATA32_0_A;
wire [Nbits_32-1:0] DATA32_1_C;
wire [Nbits_32-1:0] DATA32_1_B;
wire [Nbits_32-1:0] DATA32_1_A;
wire [Nbits_32-1:0] DATA32_2_C;
wire [Nbits_32-1:0] DATA32_2_B;
wire [Nbits_32-1:0] DATA32_2_A;
wire [Nbits_32-1:0] DATA32_3_C;
wire [Nbits_32-1:0] DATA32_3_B;
wire [Nbits_32-1:0] DATA32_3_A;
wire decode_signal_C;
wire decode_signal_B;
wire decode_signal_A;
wire CALIBRATION_BUSY_10_C;
wire CALIBRATION_BUSY_10_B;
wire CALIBRATION_BUSY_10_A;
wire TEST_ENABLE_C;
wire TEST_ENABLE_B;
wire TEST_ENABLE_A;
wire tmrError;
wire pointer_serTmrError;
wire [Nbits_5-1:0] pointer_ser;
wire START_SERTmrError;
wire handshakeTmrError;
wire Serializer_0tmrError;
wire Serializer_1tmrError;
wire Serializer_2tmrError;
wire Serializer_3tmrError;
input CLK_SRL;
input RST_A;
input RST_B;
input RST_C;
input CALIBRATION_BUSY_1;
input CALIBRATION_BUSY_10;
input TEST_ENABLE;
input [Nbits_32-1:0] DATA32_0;
input [Nbits_32-1:0] DATA32_1;
input [Nbits_32-1:0] DATA32_2;
input [Nbits_32-1:0] DATA32_3;
input decode_signal;
output output_ser_0;
output output_ser_1;
output output_ser_2;
output output_ser_3;
output handshake;
wire [Nbits_32-1:0] data_to_ser_0_A;
wire [Nbits_32-1:0] data_to_ser_0_B;
wire [Nbits_32-1:0] data_to_ser_0_C;
wire [Nbits_32-1:0] data_to_ser_1_A;
wire [Nbits_32-1:0] data_to_ser_1_B;
wire [Nbits_32-1:0] data_to_ser_1_C;
wire [Nbits_32-1:0] data_to_ser_2_A;
wire [Nbits_32-1:0] data_to_ser_2_B;
wire [Nbits_32-1:0] data_to_ser_2_C;
wire [Nbits_32-1:0] data_to_ser_3_A;
wire [Nbits_32-1:0] data_to_ser_3_B;
wire [Nbits_32-1:0] data_to_ser_3_C;
reg  [Nbits_5-1:0] pointer_ser_A;
reg  [Nbits_5-1:0] pointer_ser_B;
reg  [Nbits_5-1:0] pointer_ser_C;
reg handshake_A;
reg handshake_B;
reg handshake_C;
reg  START_SER_A;
reg  START_SER_B;
reg  START_SER_C;
wire CALIBRATION_BUSY_A;
wire CALIBRATION_BUSY_B;
wire CALIBRATION_BUSY_C;
wire [2:0] AAA;
wire [2:0] BBB;
wire [2:0] CCC;
	always @( posedge CLK_SRL ) begin
		if (RST_A==1'b0) begin
			pointer_ser_A <= 5'b0;
		end else begin
			pointer_ser_A <= pointer_ser_A + 5'b00001;
		end
	end
	always @( posedge CLK_SRL ) begin
		if (RST_B==1'b0) begin
			pointer_ser_B <= 5'b0;
		end else begin
			pointer_ser_B <= pointer_ser_B + 5'b00001;
		end
	end
	always @( posedge CLK_SRL ) begin
		if (RST_C==1'b0) begin
			pointer_ser_C <= 5'b0;
		end else begin
			pointer_ser_C <= pointer_ser_C + 5'b00001;
		end
	end
	always @( posedge CLK_SRL ) begin
		if (RST_A==1'b0) begin handshake_A <= 1'b0;
		end else begin
			if (pointer_ser_A==5'b10000) handshake_A <= ~handshake_A;
			if (pointer_ser_A==5'b10111) handshake_A <= ~handshake_A;
		end
	end
	always @( posedge CLK_SRL ) begin
		if (RST_B==1'b0) begin handshake_B <= 1'b0;
		end else begin
			if (pointer_ser_B==5'b10000) handshake_B <= ~handshake_B;
			if (pointer_ser_B==5'b10111) handshake_B <= ~handshake_B;
		end
	end
	always @( posedge CLK_SRL ) begin
		if (RST_C==1'b0) begin handshake_C <= 1'b0;
		end else begin
			if (pointer_ser_C==5'b10000) handshake_C <= ~handshake_C;
			if (pointer_ser_C==5'b10111) handshake_C <= ~handshake_C;
		end
	end
	always @( posedge CLK_SRL )  begin
		if (RST_A==1'b0) START_SER_A <= 1'b1;
		else begin
			if (pointer_ser_A==5'b11111) START_SER_A <= 1'b1;
			else START_SER_A <= 1'b0;
		end
	end
	always @( posedge CLK_SRL ) begin
		if (RST_B==1'b0) START_SER_B <= 1'b1;
		else begin
			if (pointer_ser_B==5'b11111) START_SER_B <= 1'b1;
			else START_SER_B <= 1'b0;
		end
	end
	always @( posedge CLK_SRL ) begin
		if (RST_C==1'b0) START_SER_C <= 1'b1;
		else begin
			if (pointer_ser_C==5'b11111) START_SER_C <= 1'b1;
			else START_SER_C <= 1'b0;
		end
	end
Serializer_shiftTMR Serializer_1 (
    .CLK_SRL(CLK_SRL),
    .RST_A(RST_A),
    .RST_B(RST_B),
    .RST_C(RST_C),
    .DATA_IN_A(data_to_ser_0_A),
    .DATA_IN_B(data_to_ser_0_B),
    .DATA_IN_C(data_to_ser_0_C),
    .START_SER_A(START_SER), 
    .START_SER_B(START_SER), 
    .START_SER_C(START_SER), 
    .BIT_OUT(output_ser_0),
    .tmrError(Serializer_0tmrError)
    );
Serializer_shiftTMR Serializer_2 (
    .CLK_SRL(CLK_SRL),
    .RST_A(RST_A),
    .RST_B(RST_B),
    .RST_C(RST_C),
    .DATA_IN_A(data_to_ser_1_A),
    .DATA_IN_B(data_to_ser_1_B),
    .DATA_IN_C(data_to_ser_1_C),
    .START_SER_A(START_SER), 
    .START_SER_B(START_SER), 
    .START_SER_C(START_SER), 
    .BIT_OUT(output_ser_1),
    .tmrError(Serializer_1tmrError)
    );
Serializer_shiftTMR Serializer_3 (
    .CLK_SRL(CLK_SRL),
    .RST_A(RST_A),
    .RST_B(RST_B),
    .RST_C(RST_C),
    .DATA_IN_A(data_to_ser_2_A),
    .DATA_IN_B(data_to_ser_2_B),
    .DATA_IN_C(data_to_ser_2_C),
    .START_SER_A(START_SER), 
    .START_SER_B(START_SER), 
    .START_SER_C(START_SER), 
    .BIT_OUT(output_ser_2),
    .tmrError(Serializer_2tmrError)
    );
Serializer_shiftTMR Serializer_4 (
    .CLK_SRL(CLK_SRL),
    .RST_A(RST_A),
    .RST_B(RST_B),
    .RST_C(RST_C),
    .DATA_IN_A(data_to_ser_3_A),
    .DATA_IN_B(data_to_ser_3_B),
    .DATA_IN_C(data_to_ser_3_C),
    .START_SER_A(START_SER), 
    .START_SER_B(START_SER), 
    .START_SER_C(START_SER), 
    .BIT_OUT(output_ser_3),
    .tmrError(Serializer_3tmrError)
    );
majVoter START_SERVoter (
    .inA(START_SER_A),
    .inB(START_SER_B),
    .inC(START_SER_C),
    .out(START_SER),
    .tmrErr(START_SERTmrError)
    );
majVoter handshakeVoter (
    .inA(handshake_A),
    .inB(handshake_B),
    .inC(handshake_C),
    .out(handshake),
    .tmrErr(handshakeTmrError)
    );
majVoter #(.WIDTH(((Nbits_5-1)>(0)) ? ((Nbits_5-1)-(0)+1) : ((0)-(Nbits_5-1)+1))) pointer_serVoter (
    .inA(pointer_ser_A),
    .inB(pointer_ser_B),
    .inC(pointer_ser_C),
    .out(pointer_ser),
    .tmrErr(pointer_serTmrError)
    );
assign tmrError =  handshakeTmrError|pointer_serTmrError|START_SERTmrError;
fan_out #(.WIDTH(((Nbits_32-1)>(0)) ? ((Nbits_32-1)-(0)+1) : ((0)-(Nbits_32-1)+1))) DATA32_0Fanout (
    .in(DATA32_0),
    .outA(DATA32_0_A),
    .outB(DATA32_0_B),
    .outC(DATA32_0_C)
    );
fan_out #(.WIDTH(((Nbits_32-1)>(0)) ? ((Nbits_32-1)-(0)+1) : ((0)-(Nbits_32-1)+1))) DATA32_1Fanout (
    .in(DATA32_1),
    .outA(DATA32_1_A),
    .outB(DATA32_1_B),
    .outC(DATA32_1_C)
    );
fan_out #(.WIDTH(((Nbits_32-1)>(0)) ? ((Nbits_32-1)-(0)+1) : ((0)-(Nbits_32-1)+1))) DATA32_2Fanout (
    .in(DATA32_2),
    .outA(DATA32_2_A),
    .outB(DATA32_2_B),
    .outC(DATA32_2_C)
    );
fan_out #(.WIDTH(((Nbits_32-1)>(0)) ? ((Nbits_32-1)-(0)+1) : ((0)-(Nbits_32-1)+1))) DATA32_3Fanout (
    .in(DATA32_3),
    .outA(DATA32_3_A),
    .outB(DATA32_3_B),
    .outC(DATA32_3_C)
    );
fan_out decode_signalFanout (
    .in(decode_signal),
    .outA(decode_signal_A),
    .outB(decode_signal_B),
    .outC(decode_signal_C)
    );
endmodule
--- /design/flow/run.sh ---
#!/bin/bash
# OpenROAD 26Q1-2900-gdf79404cd8, Yosys 0.63+post, stock flow scripts
make -C /OpenROAD-flow-scripts/flow DESIGN_CONFIG=/design/flow/config.mk WORK_HOME=/design/flow/orfs finish
==> flow_metrics.rpt <==
PHYSICAL IMPLEMENTATION REPORT
----------------------------------------------------
[Outcome]
  Outcome ........................ completed

[CTS]
  Clock slew at reported path FFs ........................ 0.06 ns
  Later-pin clock latency in the skew report ........................ approximately 0.49 ns
  TritonCTS clock tree ........................ done
  Clk buf depth ........................ 3
  Clock tree root buffer cell ........................ sky130_fd_sc_hd__clkbuf_16
  Number of sinks handled by clock tree synthesis ........................ around 400
  CTS buffer count ........................ 36
  CTS H-tree lvls ........................ 2

[Worst setup path]
  Arrival time at the worst endpoint ........................ around 1.2 ns
  Critical Path End Type ........................ primary output
  Critical Path Fanout Max ........................ 2
  Setup Crit Path Kind ........................ flop to primary output
  Worst Setup Start Kind ........................ flop
  Crit path required time ........................ roughly 1.3 ns

[Timing]
  Setup repair after global routing missed its margin ........................ false
  Share of the cycle needed by the critical path after routing ........................ between 90% and 100%
  Final Hold Violation Tally ........................ 0
  Final Hold Slack ........................ ~0.32 ns
  Total negative slack for setup checks ........................ 0 ns
  Final setup vio count ........................ 0
  Crit path setup slack, layout ........................ 0.0639 ns
  Final worst clock skew ........................ 0.00806 ns
  Worst relative slew slack ........................ 86.9%
  Actual slew at the worst max-slew pin ........................ 0.192 ns
  Maximum operating frequency ........................ roughly 650 MHz
  Final count of pins violating max slew ........................ 0
  Time the worst path needs with I/O delays and setup ........................ between 1.5 and 2 ns

[Power and ir drop]
  Relative contribution of the clock network to total power ........................ between 40 and 50%
  Psw ........................ around 3.3 mW
  Internal power consumption ........................ roughly 15 mW
  Total power divided by cell area ........................ 1810 nW/um2
  Gate power share ........................ less than 1%
  Sequential share of power ........................ between 50% and 60%
  Switching share of power ........................ between 10% and 20%
  Leak pwr ........................ slightly above 4 nW
  Peak VDD IR ........................ 1.03 mV

[Detailed routing]
  Count of nets left with antenna violations after detail routing ........................ 0
  Diode count ........................ 0
  Remaining design rule violation count ........................ 0
  Met3 Routed Length ........................ ~460 um
  Via Count ........................ approximately 3000
  M1 wire length ........................ 4860 um
  Number of search-and-repair iterations in the first detailed-routing pass ........................ 4
  Routed length per placed instance ........................ ~11 um
  Drt initial violations ........................ roughly 110
  Highest metal layer with signal wires ........................ met4
  Wire length on met2 ........................ 2790 um
  Final WL ........................ about 8300 um
  Via density ........................ approximately 4

[Die]
  Chip Height ........................ between 100 and 150 um
  Initial cell density of the core ........................ 51.2%
  Count of boundary I/O pins ........................ between 100 and 150
  Overall die area ........................ between 15000 and 20000 um2
  Area of the core region ........................ 16600 um2
  Die span in x ........................ between 100 and 150 um
  Row count ........................ between 40 and 50

[Finish]
  Fraction of final layout cells with drive strength greater than 1 ........................ between 10% and 20%
  Top logic cell by instance count in the layout ........................ sky130_fd_sc_hd__dfxtp_1
  Final Instance Count excl. Fillers ........................ 757
  Commonest non-fill, non-tap cells in the layout ........................ sky130_fd_sc_hd__dfxtp_1, sky130_fd_sc_hd__clkbuf_16, sky130_fd_sc_hd__and2_1
  FILL cells ........................ between 1000 and 1500
  Layout-stage area growth over the synthesis result ........................ 17.7%
  Finished Core Util ........................ between 60 and 70%

[Synthesis]
  Area fraction in full adders, half adders and majority gates ........................ 1.47%
  Netlist area before placement ........................ 8530 um2
  Multiplexer fraction of the synthesized cell area ........................ less than 1%
  Part of the Yosys area used for sequential elements ........................ a little over nine tenths
  Post-synthesis sequential element count ........................ approximately 400
  Avg Inst Size Synth ........................ roughly 18 um2
  Post-synthesis simple-gate area fraction ........................ 2.25%
  Fraction of the mapped netlist area in compound gates ........................ 0%
  Number of cell instances after yosys synthesis ........................ between 400 and 500
  Synthesis area per yosys ........................ between 8000 and 9000 um2
  Number of distinct library cell variants in the gate-level netlist after synthesis ........................ 13
  Cell count after synthesis ........................ 464
  Yosys warning count ........................ about 400
  XORs/XNORs by Area ........................ 0.925%
  Largest non-sequential cell family by area ........................ simple AND/OR/NAND/NOR gates

[Global routing]
  Tot GR Track Use ........................ between 10% and 20%
  Total grt overflow ........................ 0
  Maximum number of pins on one net before global-route repair ........................ 16
  Number of antenna violations at the first check in global routing ........................ 0
  Vias in the first global route ........................ ~3000
  First-pass GRT wire length ........................ 14600 um

[Placement]
  Post-detailed-placement half-perimeter wirelength ........................ ~3400 um
  Pre-CTS worst setup slack ........................ 0.211 ns
  Port buffer count ........................ 8
  Total placed cells including tap cells ........................ approximately 690
  Placer congestion estimate ........................ between 0.7 and 0.8

[Worst hold path]
  Classification of the worst-slack hold path ........................ flop to flop

[Job]
  Tool warnings ........................ about 160
  Count of maximum capacitance violations ........................ 0

----------------------------------------------------
registers in the layout, summed over array words and instances, names as in the netlist:
name	count
Serializer_2.bitShiftReg_C	32
pointer_ser_C	5
handshake_A	1
pointer_ser_B	5
Serializer_4.bitShiftReg_B	32
Serializer_3.bitShiftReg_B	32
Serializer_2.bitShiftReg_A	32
Serializer_3.bitShiftReg_C	32
handshake_C	1
Serializer_4.bitShiftReg_A	32
Serializer_1.bitShiftReg_B	32
Serializer_1.bitShiftReg_C	32
Serializer_4.bitShiftReg_C	32
Serializer_2.bitShiftReg_B	32
Serializer_3.bitShiftReg_A	32
pointer_ser_A	5
handshake_B	1
Serializer_1.bitShiftReg_A	32
cells by family (layout without fill, tap and decap cells):
group,count (synthesis),in the layout
xor gates and xnor gates,9,9
buffers and inverters,6,79
DFF,402,402
muxes,6,6
adders and majority gates,11,11
and+or+nand+nor,30,30
cell type report:
cell class,instances,area [um2],area share (%)
clock buffers,52,1030,10.3
clock inverters,8,92.6,0.922
inverters,6,22.5,0.224
flip-flops and latches,402,8060,80.3
multi-input cells,56,462,4.60
repair buffers,13,92.6,0.922
well taps,220,275,2.74
stage by stage:
step	power [mW]	instance area, um2
detailed placement	10.3	8880
global placement	10.3	8880
finish	18.2	10000
CTS	18.4	10000
floorplan	10.3	8530
global route	18.9	10000
power by group through the flow:
stage,Combinational [mW],Clock (mW),Sequential (mW)
after global routing,0.0766,8.76,10.0
final,0.0662,8.04,10.0
after CTS,0.0678,8.29,10.0
metal layers:
metal  vias up  GRT usage (%)
met5         -              0
met4         0           3.51
met3        22           3.67
met2        40           11.7
met1      1386           21.5
li1       1540              -
critical path: stages, from the launching register on:
cell	delay (ns)
sky130_fd_sc_hd__dfxtp_2	0.33
sky130_fd_sc_hd__maj3_2	0.29
sky130_fd_sc_hd__buf_2	0.11
synthesized netlist by cell type (all sizes together):
master / number / area [um2]
dfxtp: 402 / 8050
nand2b: 3 / 18.8
nand3: 6 / 30.0
and2: 12 / 75.1
mux2i: 6 / 60.1
ha: 6 / 75.1
xnor2: 6 / 52.6
nor3b: 3 / 37.5
xor2: 3 / 26.3
nand2: 3 / 11.3
nor2b: 3 / 18.8
inv: 6 / 22.5
maj3: 5 / 50.1
worst paths after layout:
check	startpoint	to	slack, ns	depth (start not counted)
worst max-delay path	Serializer_3.bitShiftReg_A[31]$_DFF_P_	output_ser_2	0.06	2
worst min register to register	Serializer_4.bitShiftReg_A[24]$_DFF_P_	Serializer_4.bitShiftReg_A[25]$_DFF_P_	0.32	0
worst max register to register	pointer_ser_B[0]$_SDFF_PN0_	handshake_B$_SDFFE_PN0P_	0.43	4
worst min-delay path	Serializer_4.bitShiftReg_A[24]$_DFF_P_	Serializer_4.bitShiftReg_A[25]$_DFF_P_	0.32	0
what timing repair did:
action | in CTS | in global routing
hold buffers | 0 | 0
endpoints found under the setup margin | 5 | 0
resized | 31 | 0
buffers inserted | 5 | 0
No activity file was given, so power comes from the tool's default toggle rates.
