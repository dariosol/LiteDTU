**flow/run.sh**
```bash
#!/bin/bash
# OpenROAD 26Q1-2900-gdf79404cd8, Yosys 0.63+post, stock flow scripts
make -C /OpenROAD-flow-scripts/flow DESIGN_CONFIG=/design/flow/config.mk WORK_HOME=/design/flow/orfs finish
```
**flow/config.mk**
```make
export PLATFORM = sky130hd
export DESIGN_NAME = LDTU_oFIFO
export DESIGN_NICKNAME = LDTU_oFIFO
export VERILOG_FILES = /design/flow/design.v
export SDC_FILE = /design/flow/constraint.sdc
export NUM_CORES = 4
export LEC_CHECK = 1
export CORE_UTILIZATION = 30
```
**flow/constraint.sdc**
```tcl
current_design LDTU_oFIFO

set clk_period 17.0
set clk_io_pct 0.2

create_clock -name clk0 -period $clk_period [get_ports {CLK}]

set non_clock_inputs [all_inputs -no_clocks]
set_input_delay [expr $clk_period * $clk_io_pct] -clock clk0 $non_clock_inputs
set_output_delay [expr $clk_period * $clk_io_pct] -clock clk0 [all_outputs]
```
**flow/design.v**
```verilog
`timescale	 1ns/1ps
module LDTU_oFIFO(
		  CLK,
		  rst_b,
		  start_write,
		  read_signal,
		  data_input,
		  data_output,
		  empty_signal,
		  full_signal,
		  decode_signal,
		  SeuError
		  );
   parameter	Nbits_ham=38;
   parameter	FifoDepth_buff=16;
   parameter	bits_ptr=4;
   output SeuError;
   output empty_signal;
   output full_signal;
   output reg [Nbits_ham-1:0] data_output;
   output 		      decode_signal;
   wire r_empty_signal;
   wire r_full_signal;
   reg 	r_decode_signal;
input 		      CLK;
   input 		      rst_b;
   input 		      start_write;
   input 		      read_signal;
   input [Nbits_ham-1:0]      data_input;
   reg [bits_ptr-1:0] 	      ptr_write;
   reg [bits_ptr-1:0] 	      ptr_read;
   wire [bits_ptr-1:0] 	      ptr_writeVoted = ptr_write;
   wire [bits_ptr-1:0] 	      ptr_readVoted = ptr_read;
   reg [Nbits_ham-1:0] 	      memory [ FifoDepth_buff-1 : 0 ] ;
   wire 		      tmrError = 1'b0;
   assign SeuError = tmrError;
   assign r_empty_signal = (ptr_readVoted == ptr_writeVoted);
   assign r_full_signal = ((ptr_readVoted == ptr_writeVoted + 4'b1)||((ptr_readVoted == 4'b0)&&(ptr_writeVoted == (4'b1111))));
   always @( posedge CLK ) begin
      if (rst_b==1'b0) ptr_write <= 4'b0;
      else begin
	 if (start_write ==1'b1) begin
	    if (r_full_signal ==1'b0) ptr_write <= ptr_writeVoted +4'b1;
	    else ptr_write <= ptr_writeVoted;
	 end else ptr_write <= ptr_writeVoted;
      end
   end
   always @( posedge CLK ) begin
      if (rst_b==1'b0) begin
	 ptr_read <= 4'b0;
	 r_decode_signal <= 1'b0;
      end else begin
	 if (read_signal ==1'b1) begin
	    if (r_empty_signal ==1'b0) begin
	       ptr_read <= ptr_readVoted + 4'b1;
	       r_decode_signal <= 1'b1;
	    end else begin
	       ptr_read <= ptr_readVoted;
	       r_decode_signal <= 1'b0;
	    end
	 end else begin
	    ptr_read <= ptr_readVoted;
	    r_decode_signal <= 1'b0;
	 end
      end
   end
   always @( posedge CLK ) begin
      if (rst_b==1'b0)
	memory[ptr_writeVoted]	<= 38'b0;
      else begin
	 if (start_write==1'b1) begin
	    if (r_full_signal==1'b0) memory[ptr_writeVoted] <= data_input;
	 end
      end
   end
   always @( posedge CLK ) begin
      if (rst_b==1'b0) data_output = 38'b01000000000000000000000000000000;
      else data_output = memory[ptr_readVoted] ;
   end
   assign empty_signal = r_empty_signal;
   assign full_signal = r_full_signal;
   assign decode_signal = r_decode_signal;
endmodule
```
==> run_results.csv <==
group,metric,value,unit
final_layout,logic_area,5710,um2
final_layout,layout-drive-gt1-share,20.2,%
clock_tree,cts_sinks,655,
clock_tree,clkTransAtPathRegs,60,ps
timing,tightestPinTransition,802,ps
worst_setup_path,cp_data_required_time,13600,ps
yosys,yosys-stat-cells,1263,
yosys,syn_area,25100,um2
yosys,synth_cell_type_count,47,
job,drv_cap,0,
clock_tree,post_cts_buffers,0,
timing,relSlewSlack,46.2,%
hold_path,hold_path.class,"register to register",
clock_tree,cts_tree,"done",
route,drc,0,
clock_tree,htree_levels,3,
placement,dp_cells,2376,
route,diodes,0,
route,wire_per_inst,21.6,um
route,avgViaCountPerCell,4.91,
route,ant_nets,0,
placement,place_area,27400,um2
clock_tree,ctsResizeCount,0,
die,die-area,84900,um2
die,die.size.y,291,um
grt,grt_pass1_vias,13673,
grt,antenna_found_initial,1,
clock_tree,clkLatencyLatePin,600,ps
timing,fmax,158,MHz
route,firstDrtPassIters,4,
die,die_w,291,um
power,p_leak,9.25,nW
final_layout,fillers,7417,
route,drt-initial-drc-count,784,
final_layout,fin_area,29700,um2
power,power.density,147,nW/um2
die,ios,84,
timing,timing.final.crit_share,37.2,%
final_layout,register_area,19200,um2
job,warning_count,29,
timing,final.min_clock_period,6320,ps
worst_setup_path,path_cells,"nand3_1 -> xnor2_1 -> or3_1 -> o31ai_1 -> clkdlybuf4s50_1",
yosys,synth_cells,1263,
worst_setup_path,crit_start,"ptr_write[2]$_SDFFE_PN0P_",
placement,hpwl,29800,um
yosys,seq_area_frac_synth,76.5,%
die,core_area,82500,um2
yosys,numSynthFlops,655,
worst_setup_path,critPathSlowestCell,"dfxtp_1",
timing,setup_violations,0,
final_layout,lay_top_count,"edfxtp_1",
die,core_util_floorplan,30.4,%
yosys,yosys_area,25100,um2
worst_setup_path,startpoint_type,"register",
grt,grt_max_degree,46,
die,rows,105,
final_layout,layout_top_cells,"608 x edfxtp_1, 115 x mux4_2, 86 x nand2_1",
run_status,status,"completed",
timing,clock_skew,24.6,ps
yosys,yosys_warnings,1,
grt,overflow,0,
route,vias,12269,
worst_setup_path,reg2reg_from,"ptr_write[2]$_SDFFE_PN0P_",
grt,grt_use_total,13.8,%
worst_setup_path,worstSetupPathType,"register to output pin",
clock_tree,cts.path.max_buffers,3,
hold_path,hold_start,"ptr_write[1]$_SDFFE_PN0P_",
timing,maxSlewViolCount,0,
power,max-vdd-ir-drop,0.0757,mV
placement,finalWeightedCongestion,0.775,
final_layout,final_cells,2498,
yosys,yosys_most_used_dff,"edfxtp_1",
timing,rsz0062_at_grt,"no",
yosys,edf_count,608,
clock_tree,holdBufCountCts,0,
route,routed_wl,54000,um
worst_setup_path,cp.arrival,2920,ps
grt,grt_pass1_wl,82200,um
yosys,synth.avg_cell_area,19.9,um2
placement,port_buffers,82,
yosys,async_flop_share,0,%
clock_tree,cts_root_buf,"clkbuf_16",
worst_setup_path,cp_slowest_stage_delay,700,ps
timing,tns,0,ps
worst_setup_path,worstPathMaxFanout,13,
timing,hold_violations,0,
clock_tree,cts_buffers,68,
worst_setup_path,crit_path_end_kind,"output pin",
final_layout,areaGrowthSynthToFinish,18.4,%
## cell usage after synthesis, types with 3 or more instances
master       n  area (um2)
a22oi_1     11        82.6
clkbuf_1    44         165
buf_1        3        11.3
or4_1        3        22.5
and2_1      42         263
mux4_2     115        2590
buf_2       16        80.1
nor2_1       7        26.3
nand2_1     86         323
inv_1       10        37.5
a211oi_1    12        90.1
mux2i_1     76         761
ha_1         6        75.1
or3_1        3        18.8
and3_1      11        68.8
nand3_1      3        15.0
a22o_1      11        96.3
a2111oi_0    4        35.0
edfxtp_1   608       18300
o311ai_0     5        43.8
a32oi_1     26         228
xnor2_1      4        35.0
buf_4       14         105
o211ai_1    28         210
dfxtp_1     47         941
nor2b_1      3        18.8
nand4_1     26         163
a221o_1     11         110
nand2b_1     3        18.8
## critical path, delay by kind of cell (launching register included)
kind	cells	cell delay (ps)
xor+xnor	1	690
buf+inv	1	430
compound gates	1	70
flops	1	700
simple gates	2	460
## sequential cells by signal (all words and copies together) (netlist names)
register         flops
r_decode_signal      1
memory             608
ptr_read             4
ptr_write            4
data_output         38
## metal layers
layer / part of all wire [%] / global-route usage, %
met1: 35 / 16.2
met3: 12 / 8.27
met4: 2.1 / 2.52
met2: 50 / 22.3
met5: 0.089 / 0.567
## logic make-up (layout without fill, tap and decap cells)
group | Yosys count | count (layout) | share of synthesized area, %
DFF | 655 | 655 | 76.5
and+or+nand+nor | 194 | 194 | 3.91
muxes | 192 | 192 | 13.4
AOI/OAI and AO/OA | 118 | 118 | 3.92
buffers and inverters | 89 | 254 | 1.68
xor gates and xnor gates | 8 | 8 | 0.339
adders and majority gates | 6 | 6 | 0.299
other | 1 | 1 | 0.0149
## path summary, 6_finish.rpt
path / slack, ps / end / depth (start not counted)
setup reg to reg: 13240 / memory[5][19]$_DFFE_PP_ / 6
setup / recovery: 10680 / full_signal / 5
hold reg to reg: 600 / ptr_write[1]$_SDFFE_PN0P_ / 2
hold / removal: 600 / ptr_write[1]$_SDFFE_PN0P_ / 2
## metrics by stage
step / total power, mW / setup slack, ps / hold slack [ps] / util (%)
floorplan: 2.61 / 6500 / 538 / -
global placement: 2.89 / 10640 / 578 / 33.2
detailed placement: 2.90 / 10600 / 590 / 33.2
CTS: 4.43 / 10630 / 606 / 36.0
global route: 4.56 / 10470 / 645 / 36.0
finish: 4.36 / 10680 / 599 / 36.0
## report_power, final
part	total (mW)	switching, mW	leakage [nW]	internal [mW]
registers	2.04	0.0660	6.04	1.97
logic	0.802	0.421	2.08	0.380
clock network	1.52	0.592	1.13	0.930
total	4.36	1.08	9.25	3.28
## cell type report
type | count | share of cell area [%]
Timing Repair Buffer | 122 | 3.75
Clock buffer | 92 | 6.44
Sequential cell | 655 | 64.6
Multi-Input combinational cell | 519 | 19.2
Clock inverter | 30 | 1.38
Inverter | 10 | 0.126
Tap cell | 1070 | 4.50
No activity file was given, so power comes from the tool's default toggle rates.
