$ cat config.mk
export PLATFORM = sky130hd
export DESIGN_NAME = Hamm_RX
export DESIGN_NICKNAME = Hamm_RX
export VERILOG_FILES = /design/flow/design.v
export SDC_FILE = /design/flow/constraint.sdc
export NUM_CORES = 4
export LEC_CHECK = 1
export CORE_UTILIZATION = 50
$ cat design.v
`timescale  1ps/1ps
module Hamm_RX (
	CLK,
	reset,
	decode_signal,
	data_ham_out,
	data_output,
	HammError
	);
	parameter Nbits_32 = 32;
	parameter Nbits_ham = 38;
	input CLK;
	input reset;
	input [Nbits_ham-1:0] data_ham_out;
	input decode_signal;
	output reg [Nbits_32-1:0] data_output;
	output reg HammError;
	reg [Nbits_ham-1:0] data_ham_corrected;
	wire [5:0] error_position;  
	wire e0, e1, e2, e3, e4, e5;
assign e0 = (reset == 1'b0) ? 1'b0 : data_ham_out[0] ^ data_ham_out[2] ^ data_ham_out[4] ^ data_ham_out[6] ^ data_ham_out[8] ^ data_ham_out[10] ^ data_ham_out[12] ^ data_ham_out[14] ^ data_ham_out[16] ^ data_ham_out[18] ^ data_ham_out[20] ^ data_ham_out[22] ^ data_ham_out[24] ^ data_ham_out[26] ^ data_ham_out[28] ^ data_ham_out[30] ^ data_ham_out[32] ^ data_ham_out[34] ^ data_ham_out[36];
assign e1 = (reset == 1'b0) ? 1'b0 : data_ham_out[1] ^ data_ham_out[2] ^ data_ham_out[5] ^ data_ham_out[6] ^ data_ham_out[9] ^ data_ham_out[10] ^ data_ham_out[13] ^ data_ham_out[14] ^ data_ham_out[17] ^ data_ham_out[18] ^ data_ham_out[21] ^ data_ham_out[22] ^ data_ham_out[25] ^ data_ham_out[26] ^ data_ham_out[29] ^ data_ham_out[30] ^ data_ham_out[33] ^ data_ham_out[34] ^ data_ham_out[37];
assign e2 = (reset == 1'b0) ? 1'b0 : data_ham_out[3] ^ data_ham_out[4] ^ data_ham_out[5] ^ data_ham_out[6] ^ data_ham_out[11] ^ data_ham_out[12] ^ data_ham_out[13] ^ data_ham_out[14] ^ data_ham_out[19] ^ data_ham_out[20] ^ data_ham_out[21] ^ data_ham_out[22] ^ data_ham_out[27] ^ data_ham_out[28] ^ data_ham_out[29] ^ data_ham_out[30] ^ data_ham_out[35] ^ data_ham_out[36] ^ data_ham_out[37];
assign e3 = (reset == 1'b0) ? 1'b0 : data_ham_out[7] ^ data_ham_out[8] ^ data_ham_out[9] ^ data_ham_out[10] ^ data_ham_out[11] ^ data_ham_out[12] ^ data_ham_out[13] ^ data_ham_out[14] ^ data_ham_out[23] ^ data_ham_out[24] ^ data_ham_out[25] ^ data_ham_out[26] ^ data_ham_out[27] ^ data_ham_out[28] ^ data_ham_out[29] ^ data_ham_out[30];
assign e4 = (reset == 1'b0) ? 1'b0 : data_ham_out[15] ^ data_ham_out[16] ^ data_ham_out[17] ^ data_ham_out[18] ^ data_ham_out[19] ^ data_ham_out[20] ^ data_ham_out[21] ^ data_ham_out[22] ^ data_ham_out[23]^ data_ham_out[24] ^ data_ham_out[25] ^ data_ham_out[26] ^ data_ham_out[27] ^ data_ham_out[28] ^ data_ham_out[29] ^ data_ham_out[30];
assign e5 = (reset == 1'b0) ? 1'b0 : data_ham_out[31] ^ data_ham_out[32] ^ data_ham_out[33] ^ data_ham_out[34] ^ data_ham_out[35] ^ data_ham_out[36] ^ data_ham_out[37];
assign error_position = {e5, e4, e3, e2, e1, e0};
	always @(posedge CLK) begin
		if (reset == 1'b0) begin
			HammError = 1'b0;
			data_output = 32'b11101010101010101010101010101010;
		end else begin
			if (decode_signal == 1'b1) begin
				data_ham_corrected = data_ham_out;
				if (error_position == 6'b0) begin
					HammError = 1'b0;
				end else begin
					HammError = 1'b1;
					data_ham_corrected[error_position-6'b1] = ~ data_ham_out[error_position-6'b1];
				end
				data_output = {data_ham_corrected[37], data_ham_corrected[36], data_ham_corrected[35], data_ham_corrected[34], data_ham_corrected[33], data_ham_corrected[32], data_ham_corrected[30], data_ham_corrected[29], data_ham_corrected[28], data_ham_corrected[27], data_ham_corrected[26], data_ham_corrected[25], data_ham_corrected[24], data_ham_corrected[23], data_ham_corrected[22], data_ham_corrected[21], data_ham_corrected[20], data_ham_corrected[19], data_ham_corrected[18], data_ham_corrected[17], data_ham_corrected[16], data_ham_corrected[14], data_ham_corrected[13], data_ham_corrected[12], data_ham_corrected[11], data_ham_corrected[10], data_ham_corrected[9], data_ham_corrected[8], data_ham_corrected[6], data_ham_corrected[5], data_ham_corrected[4], data_ham_corrected[2]};
			end
		end
	end
endmodule
$ cat run.sh
#!/bin/bash
# OpenROAD 26Q1-2900-gdf79404cd8, Yosys 0.63+post, stock flow scripts
make -C /OpenROAD-flow-scripts/flow DESIGN_CONFIG=/design/flow/config.mk WORK_HOME=/design/flow/orfs finish
$ cat constraint.sdc
current_design Hamm_RX

set clk_period 10.5
set clk_io_pct 0.2

create_clock -name clk0 -period $clk_period [get_ports {CLK}]

set non_clock_inputs [all_inputs -no_clocks]
set_input_delay [expr $clk_period * $clk_io_pct] -clock clk0 $non_clock_inputs
set_output_delay [expr $clk_period * $clk_io_pct] -clock clk0 [all_outputs]
==> impl_metrics.ini <==
; yosys + openroad results
[run_status]
outcome = finished, final reports clean

[grt]
gr-total-overflow = 0
grt_pass1_wl_mm = 17.6
grt_max_degree = 38
grt_use_total = 0.333
antenna_found_initial = 0
grt_pass1_vias = 3283

[clock_network]
cts_buffers = 5
cts_resized = 0
cts_buffer_depth = 2
h-tree-depth = 2
root_buffer = clkbuf_8
clkTransAtPathRegs_ns = 0.06
post_cts_buffers = 0
cts_hold_buf = 0
insertion_delay_ns = 0.28
cts_num_sinks = 33
cts_tree = done

[power_and_ir_drop]
power.leakage_nw = 1.51
power.density_nw_per_um2 = 281
vdd_drop_max_mv = 0.292
finalPower_mw = 1.18

[place]
place_area_um2 = 4100
place_inst = 511
gp_congestion = 0.965
dpl.hpwl_mm = 8.39
portBuffers = 73

[final_layout]
final_cell_area_um2 = 4180
layout.cells.non_filler = 518
areaGrowthSynthToFinish_pct = 25.3
drive_above_1_share = 0.0839

[sta]
slew_headroom = 0.436
worstMarginPinSlew_ns = 0.846
rsz0062_at_grt = no
setup_tns_ns = 0
final.setup_skew_ns = 0
hold_viol = 0
clock.fmax_mhz = 132
setup_violations = 0
finalCritPeriodShare = 0.721
min_period_ns = 7.58
report.final.slew_viol_count = 0

[synthesis]
ys_cells = 377
netlist_area_um2 = 3340
synthCells = 377
ys.flops = 33
synth.area.top_cells = dfxtp_1 (20%), xnor2_1 (8.9%), xnor3_1 (8.8%), mux4_2 (6.1%), o21ai_0 (3.3%)
synth_dominant_cell_count = xnor2_1
ys_types = 63
syn_avg_cell_area_um2 = 8.85
yosysSeqAreaShare = 0.198
yosysWarnings = 1
top_area_cell = dfxtp_1
top_cells_by_count = xnor2_1 (34), dfxtp_1 (33), nand2_1 (28)
ys_area_um2 = 3340
synthArstFlopShare = 0
yosys.area.top_type_share = 0.198
flop_cell = dfxtp_1
edf_count = 0

[detailed_routing]
wl_per_cell_um = 21.1
antenna_cells = 0
routed_wl_mm = 10.9
drt_pass1_iterations = 5
drc = 0
antenna_left = 0
drt_iter0_markers = 332
vias = 3408
routed_via_density = 6.58

[run]
maxCapViolCount = 0
tool_warnings = 30

[critical_path]
r2r-start = data_output[13]$_SDFFE_PN1P_
cp.required_ns = 10.71
r2r_end = data_output[13]$_SDFFE_PN1P_
crit_type = in -> reg
crit_arrival_ns = 7.79
startpoint_type = input pin
end_kind = register
cp_max_fo = 28
rrSetupSlack_ns = 9.33
worst-r2r-cell-count = 3

[floorplanning]
ios = 74
die_height_um = 83.7
die_w_um = 83.7
dieArea_um2 = 7010
fp-utilization = 0.523
fp-row-count = 29
core_region_area_um2 = 6390

[min_path]
hp-class = reg -> reg
hold_start = HammError$_SDFFE_PN0P_
hold_path_end = HammError$_SDFFE_PN0P_
hold_depth = 2
state kept, by name (all words and copies together), names as in the netlist:
name and count:
data_output 32, HammError 1
layout make-up:
| cell class | count | area [um2] |
|---|---|---|
| Timing Repair Buffer | 76 | 753 |
| Multi-Input combinational cell | 313 | 2540 |
| Tap cell | 77 | 96.3 |
| Clock buffer | 7 | 86.3 |
| Inverter | 12 | 45.0 |
| Fill cell | 518 | 2200 |
| Sequential cell | 33 | 661 |
routing by layer:
metal / track usage / wire length, um / part of all wire / up-vias
met4: 0.0832 / 308 / 0.028 / 0
met2: 0.512 / 5000 / 0.46 / 218
met5: 0 / 0 / 0 / -
met3: 0.103 / 1050 / 0.096 / 29
met1: 0.473 / 4550 / 0.42 / 1573
li1: - / - / - / 1588
power breakdown:
part / total, mW / leakage [nW] / switching, mW / internal (mW)
logic: 0.933 / 1.19 / 0.598 / 0.335
clock network: 0.0966 / 0.0443 / 0.0446 / 0.0520
registers: 0.148 / 0.274 / 0.00785 / 0.140
total: 1.18 / 1.51 / 0.650 / 0.527
stage by stage:
| stage | hold slack [ns] | util | worst slack (ns) |
|---|---|---|---|
| 6_report | 0.464 | 0.655 | 2.92 |
| 5_1_grt | 0.503 | 0.655 | 2.65 |
| 4_1_cts | 0.468 | 0.655 | 2.98 |
| 3_5_place_dp | 0.458 | 0.642 | 2.70 |
| 3_3_place_gp | 0.458 | 0.642 | 2.83 |
| 2_1_floorplan | 0.419 | - | 3.78 |
placed cells by master (no fill, tap or decap), types with 4 or more instances in the layout:
cell             Yosys  routed
xnor2_1             34      34
clkbuf_8             0       6
clkdlybuf4s50_1      0      73
o31a_1               4       4
nor2_1              23      23
nor4_1               8       8
o311ai_0             7       7
nand3_1             12      12
mux4_2               9       9
inv_1                9       9
o211ai_1            11      11
a31oi_1             15      15
or3_1                9       9
o32a_1               6       6
o21ai_0             22      22
ha_1                 5       5
mux2_2               4       4
a21oi_1              7       7
xnor3_1             13      13
o31ai_1             10      10
dfxtp_1             33      33
or4_1               12      12
nand2_1             28      28
nor3_1               8       8
xor2_1              12      12
cell families (layout without fill, tap and decap cells):
| logic type | after synthesis | after routing | share of synthesized area |
|---|---|---|---|
| and+or+nand+nor | 119 | 119 | 0.186 |
| xor gates and xnor gates | 62 | 62 | 0.225 |
| DFF | 33 | 33 | 0.198 |
| adders and majority gates | 5 | 5 | 0.0187 |
| AOI/OAI and AO/OA | 111 | 111 | 0.243 |
| buffers and inverters | 31 | 95 | 0.0405 |
| muxes | 16 | 16 | 0.0885 |
worst max-delay path by stage:
stage	startpoint	to	slack [ns]	cells after the start
CTS	data_ham_out[34]	data_output[20]$_SDFFE_PN0P_	2.98	13
global route	data_ham_out[34]	data_output[18]$_SDFFE_PN0P_	2.65	13
finish	data_ham_out[34]	data_output[20]$_SDFFE_PN0P_	2.92	13
critical path, stage by stage:
cell             delay (ns)
clkdlybuf4s50_1        0.63
xor2_1                 0.25
xnor2_1                0.15
xnor3_1                0.46
mux2i_1                0.55
inv_1                  0.19
ha_1                   0.80
mux4_2                 0.59
mux2_2                 0.27
a32o_1                 0.27
or3_1                  0.73
or4_1                  0.63
a31oi_1                0.16
No activity file was given, so power comes from the tool's default toggle rates.
