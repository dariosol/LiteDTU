**./config.mk**
```make
export PLATFORM = sky130hd
export DESIGN_NAME = LDTU_DATA32_ATU_DTU
export DESIGN_NICKNAME = LDTU_DATA32_ATU_DTU
export VERILOG_FILES = /design/flow/design.v
export SDC_FILE = /design/flow/constraint.sdc
export NUM_CORES = 4
export LEC_CHECK = 1
export CORE_AREA = 10 10 158 158
export DIE_AREA = 0 0 168 168
```
**./constraint.sdc**
```tcl
current_design LDTU_DATA32_ATU_DTU

set clk_period 2.8
set clk_io_pct 0.2

create_clock -name clk0 -period $clk_period [get_ports {CLK}]

set non_clock_inputs [all_inputs -no_clocks]
set_input_delay [expr $clk_period * $clk_io_pct] -clock clk0 $non_clock_inputs
set_output_delay [expr $clk_period * $clk_io_pct] -clock clk0 [all_outputs]
```
**./design.v**
```verilog
`timescale    1ns/1ps
module LDTU_DATA32_ATU_DTU(
			   CLK,
			   RST,
			   CALIBRATION_BUSY,
			   TEST_ENABLE,
			   DATA32_ATU_0,
			   DATA32_ATU_1,
			   DATA32_ATU_2,
			   DATA32_ATU_3,
			   DATA32_DTU,
			   DATA32_0,
			   DATA32_1,
			   DATA32_2,
			   DATA32_3,
			   SeuError
  			   );
   parameter Nbits_32=32;
   parameter idle_patternEA = 32'b11101010101010101010101010101010;   
   parameter idle_pattern5A = 32'b01011010010110100101101001011010;
   parameter idle_patternRST =32'b00110101010101010101010101010101;
   input CLK;
   input RST;
   input CALIBRATION_BUSY;
   input TEST_ENABLE;
   input [Nbits_32-1:0] DATA32_ATU_0;
   input [Nbits_32-1:0] DATA32_ATU_1;
   input [Nbits_32-1:0] DATA32_ATU_2;
   input [Nbits_32-1:0] DATA32_ATU_3;
   input [Nbits_32-1:0] DATA32_DTU;
   output  [Nbits_32-1:0] DATA32_0;
   output  [Nbits_32-1:0] DATA32_1;
   output  [Nbits_32-1:0] DATA32_2;
   output  [Nbits_32-1:0] DATA32_3;
   output 		     SeuError;
   reg  [Nbits_32-1:0] r_DATA32_0;
   reg  [Nbits_32-1:0] r_DATA32_1;
   reg  [Nbits_32-1:0] r_DATA32_2;
   reg  [Nbits_32-1:0] r_DATA32_3;
   wire tmrError = 1'b0;
   assign SeuError = tmrError;
   always @(posedge CLK) begin
      if (RST == 1'b0) begin
	 if (TEST_ENABLE == 1'b0) r_DATA32_0 = idle_patternRST;
	 else r_DATA32_0 = idle_pattern5A;
	 r_DATA32_1 = idle_pattern5A;
	 r_DATA32_2 = idle_pattern5A;
	 r_DATA32_3 = idle_pattern5A;
      end else begin
	 if (TEST_ENABLE == 1'b0) begin
	    if (CALIBRATION_BUSY == 1'b0) r_DATA32_0 = DATA32_DTU;
	    else r_DATA32_0 = idle_patternRST;
	    r_DATA32_1 = idle_pattern5A;
	    r_DATA32_2 = idle_pattern5A;
	    r_DATA32_3 = idle_pattern5A;
	 end else begin
	    r_DATA32_0 = DATA32_ATU_0;
	    r_DATA32_1 = DATA32_ATU_1;
	    r_DATA32_2 = DATA32_ATU_2;
	    r_DATA32_3 = DATA32_ATU_3;
	 end  
      end  
   end  
   wire [Nbits_32-1:0] DATA32_0_synch; 
   wire [Nbits_32-1:0] DATA32_1_synch; 
   wire [Nbits_32-1:0] DATA32_2_synch; 
   wire [Nbits_32-1:0] DATA32_3_synch;
    assign DATA32_0_synch = r_DATA32_0; 
    assign DATA32_1_synch = r_DATA32_1; 
    assign DATA32_2_synch = r_DATA32_2; 
    assign DATA32_3_synch = r_DATA32_3;
   assign DATA32_0 =  DATA32_0_synch;
   assign DATA32_1 =  DATA32_1_synch;
   assign DATA32_2 =  DATA32_2_synch;
   assign DATA32_3 =  DATA32_3_synch;
endmodule
```
**./run.sh**
```bash
#!/bin/bash
# OpenROAD 26Q1-2900-gdf79404cd8, Yosys 0.63+post, stock flow scripts
make -C /OpenROAD-flow-scripts/flow DESIGN_CONFIG=/design/flow/config.mk WORK_HOME=/design/flow/orfs finish
```
==> flow_metrics.env <==
# yosys + openroad results
export IMPL_coreArea_mm2=0.0217
export IMPL_remaining_drc_errors=0
export IMPL_xor_share=0
export IMPL_muxShareOfSynthArea=0
export IMPL_yosys_most_used_dff="dfxtp_1"
export IMPL_hold_path_end="r_DATA32_0[27]"
export IMPL_ioPinCount=293
export IMPL_vias=3319
export IMPL_ys_sh_aoi=0.0751
export IMPL_yosysSeqAreaShare=0.671
export IMPL_period_used=0.649
export IMPL_ys_sh_adder=0
export IMPL_die_w_um=168
export IMPL_hold_buffers=0
export IMPL_setup_viol=0
export IMPL_synth_edff_count=0
export IMPL_leakage_nw=3.02
export IMPL_top_area_frac=0.671
export IMPL_grt_util_met2=0.163
export IMPL_most_common_layout_cells="clkdlybuf4s50_1 (289), dfxtp_1 (128), nand2b_1 (53)"
export IMPL_antenna_found_initial=0
export IMPL_areaGrowthSynthToFinish_pct=97.3
export IMPL_viasPerCell=3.66
export IMPL_grt_max_degree=78
export IMPL_fp_util=0.176
export IMPL_cts_resized=0
export IMPL_critPathMaxStageDelay_ps=530
export IMPL_hp_start="TEST_ENABLE"
export IMPL_path_class="flop to primary output"
export IMPL_yosysTopAreaCell="dfxtp_1"
export IMPL_clkTransAtPathRegs_ps=60
export IMPL_drt_iter0_markers=143
export IMPL_grt_usage=0.102
export IMPL_cts_tree="yes"
export IMPL_crit_chain="clkdlybuf4s50_1"
export IMPL_worst_pin_slew_ps=657
export IMPL_synthesis_area_mm2=0.00382
export IMPL_required_ps=2240
export IMPL_grt_pass1_wl_mm=22.4
export IMPL_synth_cells_yosys=325
export IMPL_grt_pass1_vias=3499
export IMPL_h_tree_depth=4
export IMPL_drtAntennaViolNets=0
export IMPL_cts_root_buf="clkbuf_16"
export IMPL_yosys_area_mm2=0.00382
export IMPL_end_kind="primary output"
export IMPL_drive_gt1_frac=0.0623
export IMPL_clock_sinks=128
export IMPL_io_buffers=291
export IMPL_warnings=25
export IMPL_drv_slew=0
export IMPL_synth_seq_cells=128
export IMPL_syn_inst=325
export IMPL_dieArea_mm2=0.0282
export IMPL_gr_usage_met3=0.0395
export IMPL_cts_setup_buffers=0
export IMPL_rows=54
export IMPL_grt_util_met1=0.132
export IMPL_critical_path_top_delay_family="buffers and inverters"
export IMPL_ir_drop_mv=0.358
export IMPL_fin_setup_tns_ps=0
export IMPL_placed_cells=874
export IMPL_hold_class="input port to flop"
export IMPL_grt_overflow_total=0
export IMPL_drt_wl_total_mm=15.0
export IMPL_top_usage_layer="met2"
export IMPL_gp_congestion=0.793
export IMPL_period_needed_ps=1820
export IMPL_dp_hpwl_mm=11.7
export IMPL_cp_num_buf_inv=1
export IMPL_numCtsBuffers=17
export IMPL_startpoint_type="flop"
export IMPL_fin_cells=906
export IMPL_max_freq_ghz=0.550
export IMPL_topCombFamilyByArea="simple AND/OR/NAND/NOR gates"
export IMPL_relSlewSlack=0.562
export IMPL_power_density_mw_per_mm2=612
export IMPL_crit_slowest_cell="clkdlybuf4s50_1"
export IMPL_lay_top_count="clkdlybuf4s50_1"
export IMPL_cap_violations=0
export IMPL_avgSynthCellArea_um2=11.7
export IMPL_die_h_um=168
export IMPL_status="complete, no violations"
export IMPL_wl_per_cell_um=16.5
export IMPL_diodes=0
export IMPL_arrival_ps=1260
export IMPL_whs_path_depth=2
export IMPL_ys_warn_count=1
export IMPL_area_leaders="dfxtp_1 (67%), nand2b_1 (8.7%), and3_1 (7.9%)"
export IMPL_ctsLongestPathBuffers=2
export IMPL_worst_path_max_fanout=1
export IMPL_rsz0062_at_grt="no"
export IMPL_async_flop_share=0
export IMPL_simple_gate_share=0.211
export IMPL_hold_viol=0
export IMPL_first_pass_iters=4
export IMPL_synth_cell_type_count=22
cells by family after synthesis:
| group | after synthesis |
|---|---|
| AND/OR/NAND/NOR | 136 |
| flip-flops | 128 |
| AND-OR/OR-AND | 32 |
| buffers and inverters | 28 |
| other | 1 |
cell type report:
class                      instances  area [um2]
timing repair buffer             296        2940
clock inverter                    12         135
multi-input combinational        169        1100
sequential                       128        2560
tap                              280         350
inverter                           1        3.75
fill                            2203       14200
clock buffer                      20         437
report_power, final:
group	total [mW]	switching (mW)	internal, mW
clock network	2.15	0.830	1.32
logic	0.530	0.133	0.396
registers	1.93	0.0218	1.91
total	4.61	0.985	3.62
registers in the layout, indices dropped and copies added, names as in the netlist:
register,cells
r_DATA32_1,32
r_DATA32_2,32
r_DATA32_3,32
r_DATA32_0,32
per-layer routing:
layer,vias to the layer above,routed length [um]
li1,1666,-
met1,1477,6430
met2,162,7000
met3,14,1270
met4,0,283
met5,-,0
per-stage QoR:
| step | cell area, um2 | setup slack (ps) | total power, mW | util | hold slack [ps] |
|---|---|---|---|---|---|
| floorplan | 3820 | 1510 | 2.07 | - | 661 |
| global placement | 6960 | 912 | 2.51 | 0.321 | 977 |
| detailed placement | 6960 | 898 | 2.51 | 0.321 | 962 |
| CTS | 7530 | 927 | 4.71 | 0.347 | 524 |
| global route | 7530 | 921 | 4.84 | 0.347 | 547 |
| finish | 7530 | 981 | 4.61 | 0.347 | 541 |
worst max-delay path by stage:
stage | startpoint | end | slack [ps] | depth (start not counted)
4_1_cts | r_DATA32_0[8] | DATA32_0[8] | 930 | 1
5_1_grt | r_DATA32_0[8] | DATA32_0[8] | 920 | 1
6_report | r_DATA32_0[8] | DATA32_0[8] | 980 | 1
synthesized netlist by cell type (3+ instances only):
cell	instances
o32a_1	7
buf_4	8
nor2b_1	9
dfxtp_1	128
nand2_1	10
clkbuf_1	7
a22o_1	8
clkbuf_2	3
or2b_1	3
and3_1	48
a22oi_1	9
nand2b_1	53
a32o_1	7
nor2_1	10
buf_2	8
Power is estimated from default activity; no workload was simulated.
